==> /design/flow/design.v <==
`default_nettype none
module m_sm_dmem(w_clk, w_adr, w_we, w_wd, r_rd);
    input wire w_clk, w_we;
    input wire [31:0] w_adr, w_wd;
    output reg [31:0] r_rd;
    reg [31:0] mem [0:63];
    always @(posedge w_clk) r_rd <= mem[w_adr[7:2]];
    always @(posedge w_clk) if (w_we) mem[w_adr[7:2]] <= w_wd;
    integer i; initial for (i=0; i<64; i=i+1) mem[i] = 32'd0;
endmodule
==> /design/flow/run.sh <==
#!/bin/bash
# OpenROAD 26Q1-2900-gdf79404cd8, Yosys 0.63+post, stock flow scripts
make -C /OpenROAD-flow-scripts/flow DESIGN_CONFIG=/design/flow/config.mk WORK_HOME=/design/flow/orfs finish
==> /design/flow/config.mk <==
export PLATFORM = sky130hd
export DESIGN_NAME = m_sm_dmem
export DESIGN_NICKNAME = m_sm_dmem
export VERILOG_FILES = /design/flow/design.v
export SDC_FILE = /design/flow/constraint.sdc
export NUM_CORES = 4
export LEC_CHECK = 1
export CORE_UTILIZATION = 40
==> /design/flow/constraint.sdc <==
current_design m_sm_dmem

set clk_period 34.2
set clk_io_pct 0.2

create_clock -name clk0 -period $clk_period [get_ports {w_clk}]

set non_clock_inputs [all_inputs -no_clocks]
set_input_delay [expr $clk_period * $clk_io_pct] -clock clk0 $non_clock_inputs
set_output_delay [expr $clk_period * $clk_io_pct] -clock clk0 [all_outputs]
==> results.cfg <==
; generated from flow reports
[yosys]
synth_area_leader_cell = edfxtp_1
async_flop_share_pct = 0
avgSynthCellArea_um2 = 18.62
top_cells_by_count = edfxtp_1, mux2i_1, a22oi_1, a221oi_1, clkbuf_1
synthAdderAreaFrac_pct = 0
ys_sh_aoi_pct = 8.662
synthXorXnorAreaFrac_pct = 0
synthSimpleGateAreaFrac_pct = 2.806
ys_sh_mux_pct = 8.121
most_common_cell = edfxtp_1
synth.top_cells.by_area = edfxtp_1, mux2i_1, mux4_2
ys_chip_area_mm2 = 0.07893
yosysWarnings = 1
synth_cell_types = 56
netlist_area_mm2 = 0.07893
yosysSeqAreaShare_pct = 78.73
synth-edff-count = 2048
logic_family = AND-OR/OR-AND gates
top_cell_area_share_pct = 77.92
ys_cells = 4239
dominantRegCellSynth = edfxtp_1
synth_flops = 2080
synthCells = 4239

[detailed_routing]
vias = 42090
ant_nets = 0
first_pass_iters = 8
avgViaCountPerCell = 5.836
wl_per_cell_um = 29.24
drt_iter0_markers = 2873
wl_um = 210900
drc = 0

[layout]
fill_cells = 16250
drive_gt1_share_pct = 18.30
syn2layout_area_growth_pct = 14.24

[power_and_ir_drop]
swShare_pct = 21.33
power_frac_clock_pct = 41.8
power_frac_seq_pct = 53.1
switchingPower_mw = 1.136
power.leakage_nw = 28.72
power_frac_comb_pct = 5.1
ir_drop_mv = 0.04678
internal_power_mw = 4.190
power_density_mw_per_mm2 = 59.07

[global_routing]
antenna_found_initial = 5
grt_pass1_vias = 44350
grt_start_max_net_pins = 116
grt_pass1_wl_um = 304200
grt_overflow = 0
grt_usage_pct = 23.31

[placed_design]
dpl.hpwl_um = 115000
place_ws_ps = 22660
io_buffers = 71
routabilityCongestion = 0.8761

[clocking]
root_buffer = clkbuf_16
insertion_delay_ps = 830
post_cts_buffers = 0
htreeDepth = 4
cts_hold_buf = 0
clock-sinks = 2080
tritoncts = yes
cts_resized = 0
cts_max_path_buffers = 3
numCtsBuffers = 203
clk_pin_slew_worst_paths_ps = 60

[timing]
skew_ps = 63.35
tightest_slew_ps = 954.3
worst_hold_slack_ps = 633.0
finalCriticalPeriod_ps = 10750
slew_headroom_pct = 36.38
rsz0062_at_grt = false
finalSetupTns_ps = 0
setup_violations = 0
hold_viol_final = 0
report.final.slew_viol_count = 0
max_freq_mhz = 93.01
timing.final.crit_share_pct = 31.44
worst_slack_ps = 23450

[floorplan]
coreArea_mm2 = 0.1954
die_x_um = 446.2
num_rows = 162
ios = 98
fp_util_pct = 40.39
chip_area_mm2 = 0.1991
die_h_um = 446.2

[worst_setup_path]
cp.arrival_ps = 11500
cp_cell_sequence = buf_8 > buf_4 > buf_4 > buf_4 > nor2b_4 > buf_4 > a22o_1 > a221oi_1 > a211oi_1 > a2111oi_0 > buf_4 > nand3_1
crit_required_ps = 34950
slowest_delay_ps = 700
path_max_fanout = 73
end_kind = flip-flop
slowest_stage = a211oi_1
cp-start-kind = input pin
critical_path_class = in2reg
crit_buf_inv = 6
crit_family = buffers and inverters
cpMostUsedCell = buf_4

[job]
maxCapViolations = 0
warnings = 55

[min_path]
min_path_type = reg2reg

[run_status]
status = finished clean
-- final timing paths --
path | startpoint | cells past startpoint | slack (ps) | end
max | w_adr[4] | 12 | 23450 | r_rd[20]$_DFF_P_
min | mem[61][12]$_DFFE_PP_ | 4 | 630 | r_rd[12]$_DFF_P_
max reg2reg | mem[15][5]$_DFFE_PP_ | 5 | 31310 | r_rd[5]$_DFF_P_
min reg2reg | mem[61][12]$_DFFE_PP_ | 4 | 630 | r_rd[12]$_DFF_P_
-- stage by stage --
| stage | utilization (%) | total power, mW | std cells | instance area, µm² |
|---|---|---|---|---|
| 2_1_floorplan | - | 3.015 | 4239 | 78930 |
| 3_3_place_gp | 42.75 | 3.154 | 6827 | 83530 |
| 3_5_place_dp | 42.75 | 3.157 | 6827 | 83530 |
| 4_1_cts | 46.14 | 5.365 | 7209 | 90160 |
| 5_1_grt | 46.14 | 5.477 | 7209 | 90160 |
| 6_report | 46.15 | 5.326 | 7212 | 90170 |
-- metal layers --
| layer | global-route usage (%) | wire (µm) |
|---|---|---|
| met1 | 29.17 | 72080 |
| met2 | 33.23 | 96580 |
| met3 | 16.85 | 34260 |
| met4 | 6.851 | 7790 |
| met5 | 0.7082 | 185 |
-- power by group through the flow --
stage / registers (mW) / clock network [mW] / logic [mW]
CTS: 2.83 / 2.26 / 0.275
finish: 2.83 / 2.23 / 0.271
global route: 2.83 / 2.36 / 0.292
-- registers in the layout, indices dropped and copies added (netlist names) --
name / cells
r_rd: 32
mem: 2048
-- cells in the final DEF (no fill, tap or decap), types with 15 or more instances in the layout --
cell             instances
buf_4                  188
clkinv_1                58
a221o_1                 15
nand3_1                 53
mux2i_1                259
bufinv_16               22
o22ai_1                 93
mux2_2                 147
a221oi_1               175
clkbuf_1                42
o22a_1                  70
a211oi_1                17
mux4_2                  96
a22oi_1                188
nand2_1                 27
a222oi_1                16
nor2_1                  77
a31oi_1                 43
clkbuf_16              207
nor2_4                  67
a21oi_1                121
edfxtp_1              2048
clkinv_2                31
o21ai_0                 84
buf_2                   32
a22o_1                  66
dfxtp_1                 32
o2bb2ai_1               15
nand2b_1                15
or4_1                   15
nor3_1                  19
clkdlybuf4s50_1         36
and3_1                  85
-- worst min-delay path: stages, from the launching register on --
cell and delay [ps]:
edfxtp_1 320, a22oi_1 70, a21oi_1 120, a21oi_1 50, nand3_1 50
-- area by class of cell --
| cell class | count | area, µm² | area share (%) |
|---|---|---|---|
| sequential | 2080 | 62140 | 68.91 |
| inverter | 2 | 15.01 | 0.01665 |
| tap | 2624 | 3283 | 3.641 |
| clock buffer | 251 | 5365 | 5.950 |
| multi-input combinational | 1859 | 16060 | 17.81 |
| antenna | 3 | 7.507 | 0.008326 |
| clock inverter | 131 | 1267 | 1.406 |
| timing repair buffer | 262 | 2037 | 2.259 |
-- cells by family after synthesis --
family          count (synthesis)
buf+inv                       300
compound gates                933
simple gates                  424
flops                        2080
mux                           502
Power and IR drop assume default switching activity.
